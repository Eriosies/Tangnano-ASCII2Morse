## flow/config.mk

```make
export PLATFORM = sky130hd
export DESIGN_NAME = addresser
export DESIGN_NICKNAME = addresser
export VERILOG_FILES = /design/flow/design.v
export SDC_FILE = /design/flow/constraint.sdc
export NUM_CORES = 4
export LEC_CHECK = 1
export CORE_AREA = 10 10 72 72
export DIE_AREA = 0 0 82 82
```

## flow/constraint.sdc

```tcl
current_design addresser

set clk_period 1.8
set clk_io_pct 0.2

create_clock -name clk0 -period $clk_period [get_ports {clk}]

set non_clock_inputs [all_inputs -no_clocks]
set_input_delay [expr $clk_period * $clk_io_pct] -clock clk0 $non_clock_inputs
set_output_delay [expr $clk_period * $clk_io_pct] -clock clk0 [all_outputs]
```

## flow/run.sh

```bash
#!/bin/bash
# OpenROAD 26Q1-2900-gdf79404cd8, Yosys 0.63+post, stock flow scripts
make -C /OpenROAD-flow-scripts/flow DESIGN_CONFIG=/design/flow/config.mk WORK_HOME=/design/flow/orfs finish
```

## flow/design.v

```verilog
module addresser(clk, rst, address_w,data_w, rx_ready, uart_rx);
    input wire clk;
    input wire rst;
    input wire rx_ready;
    input wire [7:0] uart_rx;
    output reg [7:0] data_w;
    output reg [9:0] address_w = 10'b0;
    always @(posedge clk)
        begin
            if(rx_ready == 1) begin
                if(address_w == 10'h3FF) begin                   
                    address_w <= 10'h0;                          
                end
                data_w <= uart_rx;                               
                address_w <= address_w + 1;                      
            end
            if (rst == 1) begin
                address_w <= 0;
                data_w <= 0;
            end
    end
endmodule
```

==> results_dict.tcl <==
# implementation run metrics
set metrics [dict create \
    critical_path_required_ns 1.44 \
    max_stage_delay_ns 0.50 \
    critical_path_buf_inv_count 1 \
    final-setup-viol-count 0 \
    yosys-stat-area_um2 707 \
    synth-async-reset-ratio 0 \
    cts_setup_buffers 0 \
    die_h_um 82 \
    ys.flops 18 \
    rsz0062_at_grt "false" \
    top_cells_by_count "18 x dfxtp_1, 14 x nor2_1, 9 x mux2i_1" \
    setup_tns_ns 0 \
    crit_fanout 6 \
    h-tree-depth 1 \
    skew_ns 0.000852 \
    relSlewSlack 0.832 \
    worstSetupPathType "register to primary output" \
    period_used_share 0.847 \
    drt.antenna.violating_nets 0 \
    synth_cell_types 20 \
    startpoint_type "register" \
    routed_wl_um 1780 \
    critPathSlowestCell "clkdlybuf4s50_1" \
    grt_max_degree 14 \
    dr_total_vias 624 \
    place_congestion 0.739 \
    cp.arrival_ns 1.16 \
    cts_tree "built" \
    ios 29 \
    yosysWarnings 1 \
    antenna_found_initial 0 \
    port-buffer-count 28 \
    cts_buffers 3 \
    slew_viol_final 0 \
    path_clk_slew_ns 0.06 \
    hold_path.class "register to register" \
    min_period_ns 1.52 \
    track_usage 0.0568 \
    grt_overflow 0 \
    dp.cells 150 \
    ir_drop_uv 563 \
    log.warning_count 25 \
    finalNonFillerCells 153 \
    edf_count 0 \
    initial_core_util 0.192 \
    viasPerCell 4.08 \
    std_cell_rows 22 \
    yosysSeqAreaShare 0.510 \
    clock_path_buffers 2 \
    cp-end-kind "primary output" \
    area_growth_pct 55.4 \
    synth_top_area_share 0.510 \
    crit_path_cell_trace "clkdlybuf4s50_1" \
    layout-drive-gt1-share 0.0667 \
    drc 0 \
    ctsResizeCount 0 \
    power_density_nw_per_um2 719 \
    leakagePower_nw 0.404 \
    timing.fmax_mhz 656 \
    syn-cell-area_um2 707 \
    cts_sinks 18 \
    core_area_um2 3690 \
    outcome "complete, no violations" \
    grt_pass1_wl_um 2970 \
    drt-wirelength-per-cell_um 11.7 \
    dpl.hpwl_um 1390 \
    diodes 0 \
    yosysTopAreaCell "dfxtp_1" \
    ys_cells 74 \
    grt_pass1_vias 624 \
    die_area_um2 6720 \
    clk-insertion-delay-late_ns 0.25 \
    syn_area_per_cell_um2 9.55 \
    die_w_um 82 \
    first_iter_violations 30 \
    final_hold_viol_count 0 \
    worst_pin_slew_ns 0.249 \
    most_common_cell "dfxtp_1" \
    hold_buffers 0 \
    cap_violations 0 \
    ff_type "dfxtp_1" \
    critical_path.top_delay_family "buffers and inverters" \
    area_leaders "dfxtp_1 51%, mux2i_1 13%, nor2_1 7.4%" \
    firstDrtPassIters 6 \
    syn_inst 74 \
    clock-root-buffer "clkbuf_8" \
]
-- layer usage --
| layer | track usage | part of all wire | vias up |
|---|---|---|---|
| met3 | 0.0430 | 0.16 | 2 |
| li1 | - | - | 320 |
| met2 | 0.0940 | 0.45 | 26 |
| met5 | 0 | 0 | - |
| met1 | 0.0586 | 0.38 | 276 |
| met4 | 0.00510 | 0.0067 | 0 |
-- sequential cells by signal (all words and copies together) (netlist names) --
register	count
address_w	10
data_w	8
-- where the power goes --
part | leakage, nW | internal (W) | switching, W | total, W
combinational | 0.236 | 0.0000635 | 0.0000298 | 0.0000933
clock | 0.0216 | 0.000148 | 0.000123 | 0.000272
sequential | 0.147 | 0.000414 | 0.0000114 | 0.000425
total | 0.404 | 0.000626 | 0.000165 | 0.000790
-- cell families after synthesis --
| family | after synthesis | share of synthesized area |
|---|---|---|
| AND/OR/NAND/NOR | 28 | 0.188 |
| XOR/XNOR | 4 | 0.0496 |
| buffers and inverters | 5 | 0.0283 |
| flip-flops | 18 | 0.510 |
| adder cells (fa/ha/maj) | 1 | 0.0177 |
| AND-OR/OR-AND | 8 | 0.0637 |
| multiplexers | 10 | 0.143 |
-- cell type report --
type	instances	area, um^2
Clock buffer	3	41.3
Fill cell	399	2590
Inverter	2	7.51
Multi-Input combinational cell	51	327
Sequential cell	18	360
Tap cell	48	60.1
Timing Repair Buffer	31	303
-- worst paths after layout --
check	startpoint	to	slack [ns]	depth (start not counted)
min reg2reg	data_w[0]$_SDFFE_PP0P_	data_w[0]$_SDFFE_PP0P_	0.49	2
max reg2reg	address_w[0]$_SDFFE_PP0P_	address_w[8]$_SDFFE_PP0P_	0.39	4
max	address_w[5]$_SDFFE_PP0P_	address_w[5]	0.28	1
min	data_w[0]$_SDFFE_PP0P_	data_w[0]$_SDFFE_PP0P_	0.49	2
-- per-stage QoR --
stage / hold slack [ns] / power [W] / utilization / setup WS [ns] / area (um^2)
2_1_floorplan: 0.437 / 0.000464 / - / 0.549 / 707
3_3_place_gp: 0.472 / 0.000528 / 0.287 / 0.0207 / 1060
3_5_place_dp: 0.488 / 0.000529 / 0.287 / 0.0126 / 1060
4_1_cts: 0.503 / 0.000810 / 0.298 / 0.253 / 1100
5_1_grt: 0.522 / 0.000833 / 0.298 / 0.184 / 1100
6_report: 0.494 / 0.000790 / 0.298 / 0.275 / 1100
-- placed cells by master (no fill, tap or decap) --
| master | count |
|---|---|
| clkdlybuf4s50_1 | 28 |
| dfxtp_1 | 18 |
| nor2_1 | 14 |
| mux2i_1 | 9 |
| a21oi_1 | 4 |
| nand4_1 | 3 |
| nand2_1 | 3 |
| clkbuf_8 | 3 |
| buf_4 | 3 |
| xnor2_1 | 2 |
| o21ai_0 | 2 |
| or3_1 | 2 |
| nand3_1 | 2 |
| o31ai_1 | 2 |
| or4_1 | 2 |
| inv_1 | 2 |
| xor2_1 | 2 |
| nor2b_1 | 1 |
| nor4_1 | 1 |
| mux2_2 | 1 |
| ha_1 | 1 |
Power figures rest on the tool's default switching activity, not on a simulated workload.
